### flow/config.mk
export PLATFORM = sky130hd
export DESIGN_NAME = main_sum
export DESIGN_NICKNAME = main_sum
export VERILOG_FILES = /design/flow/design.v
export SDC_FILE = /design/flow/constraint.sdc
export NUM_CORES = 4
export LEC_CHECK = 1
export CORE_AREA = 10 10 105 105
export DIE_AREA = 0 0 115 115
### flow/constraint.sdc
current_design main_sum

set clk_period 3.3
set clk_io_pct 0.2

create_clock -name clk0 -period $clk_period [get_ports {clk}]

set non_clock_inputs [all_inputs -no_clocks]
set_input_delay [expr $clk_period * $clk_io_pct] -clock clk0 $non_clock_inputs
set_output_delay [expr $clk_period * $clk_io_pct] -clock clk0 [all_outputs]
### flow/design.v
`timescale 1ns / 1ps
module sum(
    input [1:0] a,
    input [1:0] b,
    input prev_p,
    output reg [1:0] y,
    output reg p
);
always @(a, b, prev_p) 
    {p, y} = a + b + prev_p;
endmodule
`timescale 1ns / 1ps
module main_sum(
    input [7:0] a,
    input [7:0] b,
    input clk,
    input start,
    output busy,
    output reg [7:0] y,
    output reg p
);
wire [1:0] sum_2bit;
wire p_2bit;
localparam IDLE = 1'b0;
localparam WORK = 1'b1;
reg [1:0] a_2bit, b_2bit;
reg p_2bit_prev = 0;
reg state = IDLE;
reg [3:0] i = 0;
sum mudule_sum(
 .a(a_2bit),
 .b(b_2bit),
 .prev_p(p_2bit_prev),
 .y(sum_2bit),
 .p(p_2bit)
);
assign busy = state;
always @(posedge clk) begin
    case(state)
       IDLE:
            if(start) begin 
                i <= 0;
                y <= 0;
                p <= 0;
                p_2bit_prev = 0;
                state <= WORK;
                a_2bit = {a[1], a[0]};    
                b_2bit = {b[1], b[0]};
            end
        WORK: begin      
            y[i] <= sum_2bit[0];
            y[i + 1] <= sum_2bit[1];
            if(i != 6) begin
                p_2bit_prev <= p_2bit;
                a_2bit <= {a[i + 3], a[i + 2]};    
                b_2bit <= {b[i + 3], b[i + 2]};
                i <= i + 2;
            end else begin
                p <= p_2bit;
                state <= IDLE;
            end
        end  
    endcase          
end
endmodule
### flow/run.sh
#!/bin/bash
# OpenROAD 26Q1-2900-gdf79404cd8, Yosys 0.63+post, stock flow scripts
make -C /OpenROAD-flow-scripts/flow DESIGN_CONFIG=/design/flow/config.mk WORK_HOME=/design/flow/orfs finish
==> results.py <==
# Flow results
metrics = {
    "clock_network": {
        "cts_tree": "done",
        "clockBufferDepth": 2,
        "cts-root-buf": "clkbuf_8",
        "clk_pin_slew_ns": 0.07,
        "cts_hold_buf": 0,
        "cts.sinks": 18,
        "cts_buffers": 3,
        "cts_resized": 0,
        "post_cts_buffers": 0,
        "insertion_delay_ns": 0.25,
        "htree_levels": 1,
    },
    "global_routing": {
        "grt_pass1_vias": 807,
        "grt_overflow": 0,
        "gr-usage-all-layers_pct": 3.60,
        "grt_max_degree": 19,
        "antenna_found_initial": 0,
        "grt_pass1_wl_mm": 4.01,
    },
    "pwr": {
        "peakVddDrop_mv": 0.280,
        "p_per_area_mw_per_mm2": 835,
        "leakagePower_nw": 0.580,
    },
    "worst_hold_path": {
        "holdCritPathClass": "reg2reg",
    },
    "timing": {
        "finClkSkew_ns": 0.00284,
        "hold_viol": 0,
        "post-route-min-period_ns": 2.21,
        "rsz0062_at_grt": "no",
        "final_max_slew_viol_count": 0,
        "setup_viol": 0,
        "timing.fmax_ghz": 0.453,
        "setup_ws_ns": 1.09,
        "slew_headroom_pct": 56.4,
        "worst_pin_slew_ns": 0.654,
        "fin_crit_sh_pct": 66.9,
        "setup_tns_ns": 0,
    },
    "placed_design": {
        "portBuffers": 27,
        "dp_hpwl_mm": 1.94,
        "dpl_worst_slack_ns": 1.13,
        "routabilityCongestion": 0.802,
    },
    "critical_path": {
        "cp_top_family": "flip-flops",
        "worstPathCellList": "inv_1 -> ha_1 -> ha_1 -> nor3_1 -> nand2_1 -> mux2i_1",
        "cp-start-kind": "register",
        "path_buffers": 1,
        "path_max_fanout": 18,
        "cp_common_cell": "ha_1",
        "critPathCaptureType": "register",
        "max_stage_delay_ns": 0.77,
        "crit_type": "reg2reg",
        "arrival_ns": 2.21,
        "crit_slowest_cell": "edfxtp_1",
        "required_ns": 3.31,
    },
    "yosys": {
        "synth_warnings": 2,
        "ys_async_sr_fraction_pct": 0,
        "ys_ff": 18,
        "yosysCellCount": 97,
        "ys_seq_share_pct": 49.4,
        "edf_count": 17,
        "synth.distinct_cells": 28,
        "yosys_area_mm2": 0.00107,
        "syn_inst": 97,
        "syn-mean-instance-area_um2": 11.1,
        "ys_dominant_reg_cell": "edfxtp_1",
        "netlist_area_mm2": 0.00107,
    },
    "floorplanning": {
        "pin_count": 28,
        "core_mm2": 0.00876,
        "die_h_um": 115,
        "num_rows": 34,
        "die_area_mm2": 0.0132,
        "die_x_um": 115,
        "fp-utilization_pct": 12.3,
    },
    "layout": {
        "regArea_um2": 531,
        "drive_above_1_share_pct": 7.14,
        "final_cell_mix": "clkdlybuf4s50_1, edfxtp_1, nand2_1",
        "layout.area.comb_um2": 478,
        "syn_to_final_growth_pct": 41.0,
        "fill_cells": 963,
        "final_common_cell": "clkdlybuf4s50_1",
    },
    "route": {
        "wl_mm": 2.38,
        "drtAntennaViolNets": 0,
        "drcViolationCount": 0,
        "n_antenna_cell": 0,
        "wl_per_cell_um": 10.1,
        "drt-pass1-iter-count": 3,
        "drt_iter0_markers": 46,
        "via_per_inst": 3.24,
        "routed-via-count": 759,
    },
    "job": {
        "warnings": 29,
        "maxCapViolations": 0,
    },
    "status": {
        "status": "completed",
    },
}
[cells by family after synthesis]
logic type               Yosys count  synth area share (%)
AND/OR/NAND/NOR                   35                  17.6
buffers and inverters             16                  6.17
adder cells (fa/ha/maj)            9                  11.9
flip-flops                        18                  49.4
multiplexers                       6                  5.59
AND-OR/OR-AND                     13                  9.43
[area by class of cell]
class | instances | share of cell area [%]
timing repair buffer | 28 | 18.3
inverter | 13 | 3.22
clock inverter | 1 | 0.248
tap | 108 | 8.92
sequential | 18 | 35.0
clock buffer | 3 | 2.73
multi-input combinational | 63 | 31.5
[flip-flops by register name (all words and copies together), names as in the netlist]
| signal | cells |
|---|---|
| p_2bit_prev | 1 |
| b_2bit | 2 |
| a_2bit | 2 |
| i | 3 |
| state | 1 |
| y | 8 |
| p | 1 |
[cell usage after synthesis (all sizes together), types with 2 or more instances]
master	count	area [µm²]
ha	7	87.6
o221ai	4	41.3
a21boi	4	30.0
nor2b	4	25.0
and2b	2	16.3
mux2i	6	60.1
nor4	2	12.5
o21ai	3	15.0
nor3	2	10.0
nand2	15	56.3
nor2	2	10.0
edfxtp	17	510
buf	3	17.5
fa	2	40.0
and2	2	12.5
inv	13	48.8
o21a	2	15.0
[worst min-delay path, delay by kind of cell (launching register included)]
| kind | cells | cell delay [ns] |
|---|---|---|
| flip-flops | 1 | 0.36 |
| AND/OR/NAND/NOR | 1 | 0.06 |
| multiplexers | 1 | 0.11 |
[per-layer routing]
| metal | GRT usage [%] | wire (µm) | vias to the layer above |
|---|---|---|---|
| met3 | 0.475 | 74 | 2 |
| met2 | 5.29 | 967 | 23 |
| li1 | - | - | 395 |
| met5 | 0 | 0 | - |
| met4 | 0.908 | 47 | 0 |
| met1 | 5.47 | 1290 | 339 |
[power breakdown]
part	internal [mW]	switching [mW]	leakage [nW]
logic	0.318	0.278	0.361
clock network	0.0825	0.0713	0.0231
registers	0.410	0.107	0.196
total	0.810	0.455	0.580
[final timing paths]
path / endpoint / startpoint / slack (ns) / cells past startpoint
setup / recovery: y[0] / i[1] / 1.09 / 6
hold / removal: y[4] / y[4] / 0.65 / 2
setup reg to reg: y[0] / i[1] / 1.09 / 6
hold reg to reg: y[4] / y[4] / 0.65 / 2
[stage by stage]
step                instance area, µm²  power, mW  instances  hold slack [ns]  util [%]
floorplan                         1070      0.886         97            0.563         -
global placement                  1470       1.12        230            0.625      16.8
detailed placement                1470       1.13        230            0.633      16.8
CTS                               1520       1.28        234            0.651      17.3
global route                      1520       1.39        234            0.688      17.3
finish                            1520       1.27        234            0.646      17.3
Power figures rest on the tool's default switching activity, not on a simulated workload.
